--- design/flow/design.v ---
module counter (
        input logic clk,
        input logic rst,
        output logic[7:0] cnt_out 
);
always_ff @(posedge clk) begin
	cnt_out <= cnt_out + 8'd1;
	if (rst) begin
		cnt_out <= 8'd0;
	end
end
endmodule
--- design/flow/run.sh ---
#!/bin/bash
# OpenROAD 26Q1-2900-gdf79404cd8, Yosys 0.63+post, stock flow scripts
make -C /OpenROAD-flow-scripts/flow DESIGN_CONFIG=/design/flow/config.mk WORK_HOME=/design/flow/orfs finish
--- design/flow/config.mk ---
export PLATFORM = sky130hd
export DESIGN_NAME = counter
export DESIGN_NICKNAME = counter
export VERILOG_FILES = /design/flow/design.v
export SDC_FILE = /design/flow/constraint.sdc
export NUM_CORES = 4
export LEC_CHECK = 1
export CORE_AREA = 10 10 70 70
export DIE_AREA = 0 0 80 80
--- design/flow/constraint.sdc ---
current_design counter

set clk_period 2.3
set clk_io_pct 0.2

create_clock -name clk0 -period $clk_period [get_ports {clk}]

set non_clock_inputs [all_inputs -no_clocks]
set_input_delay [expr $clk_period * $clk_io_pct] -clock clk0 $non_clock_inputs
set_output_delay [expr $clk_period * $clk_io_pct] -clock clk0 [all_outputs]
==> results.json <==
{
  "grt_max_degree": 9,
  "yosysTopAreaCellShare_pct": 52.7,
  "drt-total-wl_um": 805,
  "clkSinkCount": 8,
  "clkTransAtPathRegs_ps": 50,
  "edf_count": 0,
  "power_frac_clock_pct": 39.1,
  "reg.largest.list": "cnt_out (8)",
  "place_congestion": 0.680,
  "grt.total_usage_pct": 2.86,
  "crit_path_max_fanout": 5,
  "swShare_pct": 21.2,
  "topCellsByArea": "dfxtp_1 (53%), or3_1 (6.2%), xnor2_1 (5.8%), a21oi_1 (4.9%), o21ai_0 (4.9%)",
  "vias": 265,
  "cts_resized": 0,
  "path_class": "reg2out",
  "fin_util_pct": 13.8,
  "drv_slew": 0,
  "placedCellCount": 87,
  "cp-end-kind": "primary output",
  "start_kind": "flip-flop",
  "path_cells": "clkdlybuf4s50_1",
  "post_cts_buffers": 0,
  "syn-cell-area_um2": 304,
  "p_switching_mw": 0.0579,
  "setup_viol": 0,
  "dr.first_iter.drc_count": 16,
  "netlist_instances": 33,
  "clk_path_buf_depth": 2,
  "die_area_um2": 6400,
  "port_buffers": 9,
  "cts_buffers": 3,
  "antennaDiodeCount": 0,
  "slew_headroom_pct": 79.7,
  "yosysSeqAreaShare_pct": 52.7,
  "cp.arrival_ps": 1170,
  "synth_warnings": 1,
  "ir_drop_mv": 0.204,
  "grt.overflow.total": 0,
  "initCoreUtil_pct": 8.90,
  "maxCapViolCount": 0,
  "max_stage_delay_ps": 500,
  "first_global_vias": 301,
  "drc": 0,
  "final_hold_viol_count": 0,
  "hold_path_class": "reg2reg",
  "clock_latency_ps": 250,
  "ys_cells": 33,
  "drt_pass1_iterations": 2,
  "dpl.hpwl_um": 598,
  "status": "finished clean",
  "layout-drive-gt1-share_pct": 9.09,
  "numSynthFlops": 8,
  "grt_pass1_wl_mm": 1.46,
  "layout_worst_path_cycle_share_pct": 70.8,
  "final_cell_count_no_fill": 90,
  "power_leakage_nw": 0.148,
  "cp.depth": 1,
  "final.setup.tns_ps": 0,
  "setup_ws_ps": 671,
  "worstRegToRegCells": 4,
  "period_needed_ps": 1630,
  "ant_nets": 0,
  "yosys_area_um2": 304,
  "critPathSlowestCell": "clkdlybuf4s50_1",
  "seqPwrFrac_pct": 54.4,
  "io_pins": 10,
  "tool_warnings": 25,
  "synth_cell_types": 15,
  "cts_max_level": 1,
  "place_ws_ps": 942,
  "die_x_um": 80,
  "fp.coreArea_um2": 3420,
  "holdBufCountCts": 0,
  "fp.dieH_um": 80,
  "antenna_found_initial": 0,
  "placementRows": 21,
  "cts_tree": "built",
  "syn_avg_cell_area_um2": 9.21,
  "total_power_mw": 0.273,
  "regMostFlops": "cnt_out",
  "largest_reg_flops": 8,
  "power_density_nw_per_um2": 581,
  "crit_family": "buffers and inverters",
  "worstPathRequired_ps": 1840,
  "cellInternalPower_mw": 0.215,
  "p_comb_share_pct": 6.5,
  "via_per_inst": 2.94,
  "yosysTopAreaCell": "dfxtp_1",
  "max_freq_mhz": 614,
  "area_growth_pct": 54.7,
  "crit_buf_inv": 1,
  "cts_root_buf": "clkbuf_4",
  "fin_skew_ps": 4.66,
  "wl_per_cell_um": 8.94,
  "ys.flop_type": "dfxtp_1",
  "holdPathStages": 1,
  "rsz0062_at_grt": "false",
  "async_flop_share_pct": 0,
  "worst_pin_slew_ps": 303
}
[layout by cell type, fill, tap and decap left out]
cell	n
and3_2	1
inv_1	1
or3_1	3
xor2_1	1
clkdlybuf4s50_1	9
nand4_1	1
ha_1	1
nor2_1	4
nor2b_1	1
dfxtp_1	8
xnor2_1	2
a21oi_1	3
nand2_1	1
o21ai_0	3
clkbuf_4	3
nand3_1	2
[path summary, 6_finish.rpt]
path / start / end / slack, ps
worst min-delay path: cnt_out[0]$_SDFF_PP0_ / cnt_out[0]$_SDFF_PP0_ / 480
worst max-delay path: cnt_out[4]$_SDFF_PP0_ / cnt_out[4] / 670
worst min register to register: cnt_out[0]$_SDFF_PP0_ / cnt_out[0]$_SDFF_PP0_ / 480
worst max register to register: cnt_out[0]$_SDFF_PP0_ / cnt_out[6]$_SDFF_PP0_ / 960
[per-layer routing]
metal,vias to the layer above,wire (um),GRT usage [%]
li1,135,-,-
met1,114,417,3.43
met2,14,233,3.53
met3,2,152,2.95
met4,0,3,0.352
met5,-,0,0
[metrics by stage]
step	area [um^2]	hold slack, ps
finish	470	479
global route	470	526
CTS	470	478
detailed placement	448	465
global placement	448	455
floorplan	304	426
[power groups by stage]
stage                 combinational [mW]  sequential [mW]  clock (mW)
after CTS                         0.0183            0.149       0.109
after global routing              0.0209            0.149       0.119
final                             0.0179            0.149       0.107
[cells in the mapped netlist, types with 2 or more instances]
master and number:
a21oi_1 3, dfxtp_1 8, nand3_1 2, nor2_1 4, o21ai_0 3, or3_1 3
xnor2_1 2
[kinds of logic (layout without fill, tap and decap cells)]
kind of cell | after synthesis | in the layout | synth area share (%)
xor+xnor | 3 | 3 | 8.64
buf+inv | 2 | 13 | 2.47
simple gates | 13 | 13 | 22.2
flops | 8 | 8 | 52.7
compound gates | 6 | 6 | 9.87
fa+ha+maj | 1 | 1 | 4.11
[layout make-up]
class                           count  area, um^2
Clock buffer                        3        22.5
Inverter                            1        3.75
Timing Repair Buffer                9        90.1
Fill cell                         400        2950
Sequential cell                     8         160
Multi-Input combinational cell     23         136
Tap cell                           46        57.6
