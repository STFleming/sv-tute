==> flow/run.sh <==
#!/bin/bash
# OpenROAD 26Q1-2900-gdf79404cd8, Yosys 0.63+post, stock flow scripts
make -C /OpenROAD-flow-scripts/flow DESIGN_CONFIG=/design/flow/config.mk WORK_HOME=/design/flow/orfs finish
==> flow/design.v <==
module we_reg (
        input logic clk,
        input logic rst,
	input logic[31:0] data_in,
	input logic wr_in,
        output logic[31:0] data_out 
);
always_ff @(posedge clk) begin
	data_out <= data_out;
	if(wr_in) begin
		data_out <= data_in;
	end
	if (rst) begin
		data_out <= 32'd0;
	end
end
endmodule
==> flow/config.mk <==
export PLATFORM = sky130hd
export DESIGN_NAME = we_reg
export DESIGN_NICKNAME = we_reg
export VERILOG_FILES = /design/flow/design.v
export SDC_FILE = /design/flow/constraint.sdc
export NUM_CORES = 4
export LEC_CHECK = 1
export CORE_AREA = 10 10 101 101
export DIE_AREA = 0 0 111 111
==> flow/constraint.sdc <==
current_design we_reg

set clk_period 1.0
set clk_io_pct 0.2

create_clock -name clk0 -period $clk_period [get_ports {clk}]

set non_clock_inputs [all_inputs -no_clocks]
set_input_delay [expr $clk_period * $clk_io_pct] -clock clk0 $non_clock_inputs
set_output_delay [expr $clk_period * $clk_io_pct] -clock clk0 [all_outputs]
==> run summary <==
Kind of cell with the highest combined delay on the critical path: flip-flops
P&R area growth vs syn: 64.0%
Worst setup slack after layout: 0.0951 ns
Max incr delay on CP: 0.32 ns
Setup repair after global routing missed its margin: no
Pin slew with the least headroom to its limit: 0.148 ns
Pins over their slew limit: 0
Share of cells above drive strength 1: 44.3%
Violation count after the first detailed-routing iteration: 14
Final Hold Viols: 0
# rows: 33
Data arrival time of the worst path: 0.70 ns
Port Buffer Count: 66
Critical path startpoint category: register
# Cells Yosys: 103
Post-layout period usage: 90.5%
Combined area of all synthesized cells: 1160 sq um
Largest buffer count on any clock path: 2
Grt ovf: 0
Number of distinct library cells after synthesis: 6
Outcome: finished clean
Kind of end point of the critical path: output pin
Wire per inst: 11.1 um
Global-route wire length before repair: 5.11 mm
CP Buf/Inv Count: 1
Number of vias per cell: 3.35
Setup Skew: 0 ns
Post-DP Area: 1930 sq um
Count of filler cells inserted in the layout: 879
Total wirelength of the detailed-routed design: 3.09 mm
Antenna violations before repair: 0
Utilization of the core after routing: 23.5%
Horizontal die dimension: 111 um
Asr flop ratio synth: 0%
Share of the synthesized area in the top cell type: 55.1%
Number of antenna diodes: 0
Maximum resistive drop on vdd: 0.000526 V
Setup Crit Path Kind: reg2out
Clk latency late pin: 0.27 ns
Share of synthesized area occupied by flip-flops and latches: 55.1%
CTS H-tree depth: 2
Maximum number of pins on one net before global-route repair: 33
Cell type with the largest total area after synthesis: sky130_fd_sc_hd__dfxtp_1
Cell area after layout: 1910 sq um
Worst Path Max Fanout: 2
Total global-route track usage: 4.89%
Synthesized flop and latch total: 32
Antenna-violating nets left: 0
Setup violations, final: 0
Total DRC errors in the routed layout: 0
Top reg by flops: data_out
Register-to-register setup slack: 0.29 ns
Total power consumption of the routed design: 2810 uW
Leading post-synthesis cells by instance count: sky130_fd_sc_hd__dfxtp_1 (32), sky130_fd_sc_hd__mux2i_1 (32), sky130_fd_sc_hd__nor2_1 (32), sky130_fd_sc_hd__buf_12 (3), sky130_fd_sc_hd__clkbuf_1 (3)
Clk slew on worst S/H paths: 0.07 ns
Die y size: 111 um
Count of hold buffers inserted by post-cts repair: 0
Vias in the first global route: 1017
Final HPWL from detailed placement: 2.30 mm
Clock root cell: sky130_fd_sc_hd__clkbuf_8
Inserted Clock Buffers: 5
Power density over cell area: 1470 nW/um^2
Ordered cell list for the critical path: buf_2
Placeable Area: 8130 sq um
Fmax: 1110 MHz
Most common flop cell mapped by yosys: sky130_fd_sc_hd__dfxtp_1
Core Density at Floorplan: 14.3%
Chip area line of the yosys report: 1160 sq um
Relative max-transition margin: 89.9%
Synthesized area per cell: 11.3 sq um
Clock tree from TritonCTS: yes
Clock sink count: 32
Yosys synthesis warning count: 1
Tool warnings: 25
Type of the worst min-delay path: in2reg
Gate count after technology mapping: 103
Cell with the biggest individual delay on the critical path: sky130_fd_sc_hd__dfxtp_2
I/O pin total: 67
Minimum clock period: 0.905 ns
Largest regs: data_out: 32 flops
Iteration count of the initial detailed-routing pass: 3
Count of library flops with an enable pin: 0
Setup TNS Final: 0 ns
Top area cell types: sky130_fd_sc_hd__dfxtp_1 (55%), sky130_fd_sc_hd__mux2i_1 (28%), sky130_fd_sc_hd__nor2_1 (10%)
Required time of the critical path: 0.80 ns
Overall chip area: 12300 sq um
Static leakage: 0.000887 uW
Setup WS pre-CTS: -0.106 ns
Routability-driven placement congestion ratio: 0.731
Max Cap Violations: 0
Largest register FFs: 32
Number of vias after detailed routing: 934
[cell families after synthesis]
group                  synth area share (%)
flip-flops                             55.1
AND/OR/NAND/NOR                        10.3
buffers and inverters                  7.10
multiplexers                           27.5
[power breakdown]
| group | switching, uW | internal (uW) | total [uW] | leakage, uW |
|---|---|---|---|---|
| Clock | 473 | 549 | 1020 | 0.0000510 |
| Sequential | 34.4 | 1370 | 1400 | 0.000275 |
| Combinational | 125 | 259 | 385 | 0.000560 |
| Total | 633 | 2170 | 2810 | 0.000887 |
[placed cells by master, fill, tap and decap left out, drive strengths merged]
cell | netlist | layout
dfxtp | 32 | 32
buf | 4 | 11
mux2i | 32 | 32
clkdlybuf4s50 | 0 | 33
clkbuf | 3 | 32
nor2 | 32 | 32
clkinv | 0 | 2
[through the flow]
stage / hold WS, ns / std cells
3_3_place_gp: 0.471 / 270
3_5_place_dp: 0.483 / 270
4_1_cts: 0.402 / 278
5_1_grt: 0.414 / 279
6_report: 0.406 / 279
2_1_floorplan: 0.272 / 103
[worst register-to-register path, stage by stage, from the launching register on]
cell                      delay [ns]
sky130_fd_sc_hd__dfxtp_2        0.32
sky130_fd_sc_hd__buf_4          0.12
sky130_fd_sc_hd__mux2i_1        0.12
sky130_fd_sc_hd__nor2_1         0.05
[path summary, 6_finish.rpt]
check	endpoint	cells past startpoint	startpoint
setup / recovery	data_out[12]	1	data_out[12]
hold / removal	data_out[16]	4	wr_in
setup reg to reg	data_out[6]	3	data_out[6]
hold reg to reg	data_out[31]	2	data_out[31]
[cell type report]
class | instances | area [sq um] | area share, %
clock buffer | 6 | 82.6 | 4.33
sequential | 32 | 681 | 35.7
timing repair buffer | 70 | 563 | 29.5
tap | 105 | 131 | 6.89
multi-input combinational | 64 | 440 | 23.1
clock inverter | 2 | 10.0 | 0.525
[layer usage]
| layer | GRT usage [%] | wire length (um) |
|---|---|---|
| met1 | 6.00 | 1410 |
| met2 | 6.92 | 1240 |
| met3 | 3.50 | 412 |
| met4 | 0.694 | 27 |
| met5 | 0 | 0 |
[what timing repair did]
item | 4_1_cts | 5_1_grt
gates resized | 103 | 26
setup endpoints to repair | 32 | 26
buffers inserted | 0 | 1
pin swaps | 0 | 0
Power figures rest on the tool's default switching activity, not on a simulated workload.
