==> flow/design.v <==
module mmio (
        input logic clk,
        input logic rst,
	input logic [31:0]   addr_in,  
	input logic [31:0]   data_in,  
	input logic          wr_in,    
	input logic          rd_in,    
	output logic 	     rd_valid_out,  
	output logic [31:0]  data_out  
);
logic [31:0] reg1;
logic [31:0] reg2;
always_ff @(posedge clk) begin
	if( (addr_in[31:16] == 16'hFFFF) & wr_in) begin
		case(addr_in[15:0])
			16'h0000: reg1 <= data_in;
			16'h0004: reg2 <= data_in;
			default: begin
			end
		endcase
	end
	if(rst) begin
		reg1 <= 32'd0;
		reg2 <= 32'd0;
	end
end
always_ff @(posedge clk) begin
	rd_valid_out <= rd_in;
	if ((addr_in[31:16] == 16'hFFFF) & rd_in) begin
		case(addr_in[15:0])
			16'h0000: data_out <= reg1;
			16'h0004: data_out <= reg2;
			default: begin
			end
		endcase
	end
	if (rst) begin
		data_out <= 32'd0;
	end
end
endmodule
==> flow/run.sh <==
#!/bin/bash
# OpenROAD 26Q1-2900-gdf79404cd8, Yosys 0.63+post, stock flow scripts
make -C /OpenROAD-flow-scripts/flow DESIGN_CONFIG=/design/flow/config.mk WORK_HOME=/design/flow/orfs finish
==> flow/config.mk <==
export PLATFORM = sky130hd
export DESIGN_NAME = mmio
export DESIGN_NICKNAME = mmio
export VERILOG_FILES = /design/flow/design.v
export SDC_FILE = /design/flow/constraint.sdc
export NUM_CORES = 4
export LEC_CHECK = 1
export CORE_UTILIZATION = 40
==> flow/constraint.sdc <==
current_design mmio

set clk_period 6.7
set clk_io_pct 0.2

create_clock -name clk0 -period $clk_period [get_ports {clk}]

set non_clock_inputs [all_inputs -no_clocks]
set_input_delay [expr $clk_period * $clk_io_pct] -clock clk0 $non_clock_inputs
set_output_delay [expr $clk_period * $clk_io_pct] -clock clk0 [all_outputs]
==> summary.txt <==
Physical implementation.

- The critical-path maximum fanout is between 60 and 70.
- The clock root buffer is clkbuf_8.
- Static timing analysis puts the maximum clock frequency at about 310 MHz.
- The worst pin sits at a relative slew slack of between 40% and 50%.
- The number of buffers inserted by port buffering is ~100.
- Data arrives at the worst endpoint at around 3.5 ns.
- Overall power consumption after layout is estimated at just under 1 mW.
- The placed wire-length estimate is 5.33 mm.
- The element type at the critical path start is an input pin.
- The total area inside the core boundary comes to between 9000 and 10000 µm².
- The count of max-cap constraint violations is 0.
- Before antenna repair, the detailed router went through 4 iterations.
- The shortest period the worst path allows is roughly 3.2 ns.
- The cell accounting for the most synthesized area is dfxtp_1.
- The overall die width is around 100 µm.
- Sequential elements use 49.3% of the synthesized area.
- For the worst reg-to-reg path, the endpoint reported by OpenROAD is data_out[25].
- In this run switching power makes up around 23% of total power.
- Detailed routing inserted a total of about 3.2k vias.
- The number of DRC violations after detailed routing is 0.
- Counting both buffers and inverters, the worst setup path holds a total of 2.
- The cell family contributing the most delay on the critical path is buffers and inverters.
- The wire length of the first global-routing pass is 14.6 mm.
- The synthesis report lists the Yosys warning total as 1.
- Listed in order, past its start point the critical path passes clkdlybuf4s50_1, nand4_1, nor4_1, and3_2, buf_4, nor2_1, a211oi_2.
- Of the total power, combinational logic draws 5.8%.
- The script logs the ratio of routed vias to standard cells as around 4.9.
- The type recorded for the worst min-delay path is reg2reg.
- The number of flip-flops and latches in the synthesized netlist is 97.
- The largest net degree at the start of global routing is approximately 65.
- The slowest stage of the critical path belongs to the cell buf_4.
- Summing all flip-flop and latch instances after layout gives ~2000 µm².
- The multi-input logic area is ~1800 µm².
- Looking at the post-CTS report, the setup buffer insertion count equals 0.
- The post-cts resize count is 0.
- The most common logic cells in the final layout are 128 x nand2_1, 99 x clkdlybuf4s50_1, 97 x dfxtp_1.
- The endpoint of the worst hold path is reported as reg1[26].
- The number of fillers in the final layout is between 800 and 900.
- The worst register-to-register path has a setup slack of roughly 6 ns.
- The total cells reported by yosys after synthesis is roughly 440.
- Per the detail_route report, routed wire per instance is approximately 13 µm.
- The critical path is of the in2reg type.
- Setup repair after global routing left no endpoint under its margin.
- The hold violation total from the final report is 0.
- Dividing total power by cell area gives a power density of slightly below 200 nW/µm².
- OpenROAD emitted warnings numbering 25.
- Endpoints with negative setup slack in the final report add up to 0.
- Measured on the finished design, the core utilization comes to 54.3%.
- The endpoint kind of the worst setup timing path is a flip-flop.
- The area of the die is between 10000 and 15000 µm².
- Post-synthesis, Yosys gives the total cell area as 3940 µm².
- The leakage component of the power was reported as approximately 1.5 nW.
- The share of the clock period used by the worst path after layout is around half.
- Cells with a size suffix above 1 make up a little over a tenth of the layout.
- The number of global-route vias before repair is 3119.
- For this block, the routed nets add up to 8.72 mm of wire.
- Routability-driven placement finished with a final weighted congestion of around 0.72.
- The sum of overflow across all layers after global routing is 0.
- The layout overhead on the synthesized area is 29.2%.
- The slew at the pin closest to its max-slew limit is ~0.80 ns.
- The total internal power is between 700 and 800 µW.
- The hold path startpoint is reg1[26].
- Synthesis instantiated 21 different standard cells from the library.
- The setup skew after layout is ~0.0074 ns.
- The longest clock path from root to sink contains 2 buffers.
- The CTS tree is done.
- Ranked by total cell area, the synthesized netlist is headed by dfxtp_1 49%, nand2_1 12%, a211oi_2 9.5%.
- The number of cells on the worst reg-to-reg path is 2.
- Yosys reports that the leading cell type by area covers between 40 and 50% of the netlist area.
- In this run the remaining antenna-violating nets after routing total 0.
- The reg-to-reg critical path startpoint is reg2[25].
- Per the TritonCTS log, the buffer count is 9.
- The mapped netlist covers 3940 µm².
- The violation count after the first detailed-route iteration is roughly 150.
- The clock group share of total power is ~36%.
- The stage delay of the slowest cell on the critical path is 0.63 ns.
- The run finished with clean final reports.
- In the CTS report, the clock slew at the register clock pins of the worst setup and hold paths is listed as ~0.09 ns.
- For this design the total switching power over the nets is between 200 and 250 µW.
- The height of the die is roughly 100 µm.
- The number of diodes added for antenna fixing is 0.
- The synthesized netlist handed to floorplanning was reported with a cell count of around 440.
- Once the floorplan was initialized, standard cells occupied roughly 42% of the core.
- The worst-case IR drop observed on VDD is roughly 0.12 mV.
- After clock tree synthesis, the flow added hold-fix buffers numbering 0.
- In the hold timing report, the worst path depth is 2.
- After floorplanning, the core was divided into 35 placement rows.
- As reported, the later end of the worst-skew pair has a clock insertion delay of ~0.36 ns.
- The top-level I/O count is between 100 and 150.
- The H-tree was split into 3 levels.
- The tightest hold path in the finished design has a slack of about 0.45 ns.
- The sink count of the clock tree is 97.
- The sequential share of power is 58.0%.
- The required time at the worst-slack endpoint is ~7 ns.
- The initial antenna violation count came to 0.
- The dominant logic cell type in the layout is nand2_1.
- Averaged over all synthesized cells, the footprint is 9.00 µm².
- Counting pins that exceed their max-slew limit in the final report gives 0.
- The total negative setup slack is 0 ns.
- The overall fraction of global-route tracks in use is between 10% and 20%.
==> worst reg2reg max path, delay by kind of cell, from the launching register on <==
| family | cells | cell delay [ns] |
|---|---|---|
| muxes | 1 | 0.08 |
| AOI/OAI and AO/OA | 1 | 0.24 |
| DFF | 1 | 0.35 |
==> logic make-up after synthesis <==
group                  Yosys count  synth area share (%)
and+or+nand+nor                177                  18.5
DFF                             97                  49.3
AOI/OAI and AO/OA               96                  18.0
buffers and inverters           36                  6.00
muxes                           32                  8.13
==> cell usage after synthesis <==
| cell type | n |
|---|---|
| nand2_1 | 128 |
| dfxtp_1 | 97 |
| a21oi_1 | 64 |
| mux2i_1 | 32 |
| nor2_1 | 32 |
| a211oi_2 | 30 |
| clkbuf_1 | 17 |
| buf_2 | 8 |
| buf_4 | 7 |
| nand4_1 | 5 |
| buf_12 | 4 |
| nor4_1 | 4 |
| a211oi_1 | 2 |
| and2_4 | 1 |
| and3_2 | 1 |
| and4_2 | 1 |
| and4_4 | 1 |
| and4b_1 | 1 |
| nand4b_1 | 1 |
| nor3_1 | 1 |
| nor4_2 | 1 |
==> sequential cells by signal (all words and copies together) (netlist names) <==
register and cells:
reg1 32, rd_valid_out 1, reg2 32, data_out 32
==> power groups by stage <==
stage | Combinational [mW] | Sequential [mW] | Clock [mW]
global route | 0.0607 | 0.577 | 0.394
CTS | 0.0576 | 0.576 | 0.372
finish | 0.0573 | 0.576 | 0.361
==> through the flow <==
| step | area (µm²) | setup slack (ns) | cells |
|---|---|---|---|
| after floorplan | 3940 | 4.03 | 438 |
| after global placement | 4900 | 3.10 | 636 |
| after detailed placement | 4900 | 3.08 | 636 |
| after CTS | 5090 | 3.45 | 652 |
| after global routing | 5090 | 3.21 | 652 |
| final | 5090 | 3.46 | 652 |
==> area by class of cell <==
cell class              count  share of cell area (%)
flip-flops and latches     97                    38.1
multi-input cells         305                    34.6
repair buffers            105                    20.3
well taps                 129                    3.17
clock buffers              11                    2.97
clock inverters             5                   0.762
==> routing by layer <==
metal / up-vias / GRT usage, % / wire, µm
met1: 1495 / 27.7 / 4250
met4: 0 / 1.56 / 85
met3: 8 / 3.01 / 387
met5: - / 0 / 0
li1: 1646 / - / -
met2: 75 / 30.1 / 4000
==> worst max path at each step <==
| stage | slack (ns) | endpoint | start | cells after the start |
|---|---|---|---|---|
| after CTS | 3.45 | data_out[23] | addr_in[18] | 7 |
| after global routing | 3.21 | data_out[24] | addr_in[18] | 7 |
| final | 3.46 | data_out[10] | addr_in[18] | 7 |
No activity file was given, so power comes from the tool's default toggle rates.
